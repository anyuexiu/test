$ cat /design/flow/config.mk
export PLATFORM = sky130hd
export DESIGN_NAME = AXI_raddr
export DESIGN_NICKNAME = AXI_raddr
export VERILOG_FILES = /design/flow/design.v
export SDC_FILE = /design/flow/constraint.sdc
export NUM_CORES = 4
export LEC_CHECK = 1
export CORE_UTILIZATION = 40
$ cat /design/flow/constraint.sdc
current_design AXI_raddr

set clk_period 5.2
set clk_io_pct 0.2

create_clock -name clk0 -period $clk_period [get_ports {aclk}]

set non_clock_inputs [all_inputs -no_clocks]
set_input_delay [expr $clk_period * $clk_io_pct] -clock clk0 $non_clock_inputs
set_output_delay [expr $clk_period * $clk_io_pct] -clock clk0 [all_outputs]
$ cat /design/flow/design.v
module AXI_raddr(
	aclk,
	areset,
	araddr,
	arlen,
	arvalid,
	arready,
	dma_axi_start,
	dma_axi_raddr_free,
	dma_cfg_saddr,
	dma_cfg_number,
	dma_cfg_sexceed_4k
);
input aclk;
input areset;
output [31:0] araddr;
output [3:0] arlen;
output arvalid;
input arready;
input dma_axi_start;
output dma_axi_raddr_free;
input [31:0] dma_cfg_saddr;
input [13:0] dma_cfg_number;
input dma_cfg_sexceed_4k;
localparam AXI_raddr_idle = 1'd0;
localparam AXI_raddr_busy = 1'd1;
reg [31:0] araddr;
wire [3:0] arlen;
reg arvalid;
reg dma_axi_raddr_free;
reg [4:0] len;
reg [13:0] axi_raddr_number;
wire [4:0] next_len = (axi_raddr_number > 5'd16)?5'd16:axi_raddr_number;
wire [3:0] align_len = 5'b1_0000 - dma_cfg_saddr[3:0];
assign arlen = len - 1'd1;
reg state;
always@(posedge aclk) begin
	if(!areset) begin
		state <= AXI_raddr_idle;
		araddr <= 32'd0;
		len <= 4'd1;
		arvalid <= 1'd0;
		dma_axi_raddr_free <= 1'd1;
		axi_raddr_number <= 14'd0;
	end
	else begin
		case(state)
		AXI_raddr_idle:begin
			if(dma_axi_start) begin
				state <= AXI_raddr_busy;
				araddr <= dma_cfg_saddr;
				arvalid <= 1'd1;
				dma_axi_raddr_free <= 1'd0;
				if(dma_cfg_sexceed_4k) begin
					len <= align_len;
					axi_raddr_number <= dma_cfg_number - align_len;
				end
				else begin
					if(dma_cfg_number > 5'd16) begin
						len <= 5'd16;
						axi_raddr_number <= dma_cfg_number - 5'd16;
					end
					else begin
						len <= dma_cfg_number;
						axi_raddr_number <= 14'd0;
					end
				end
			end
			else begin
				state <= AXI_raddr_idle;
				araddr <= araddr;
				arvalid <= 1'd0;
				dma_axi_raddr_free <= 1'd1;
				len <= len;
				axi_raddr_number <= 14'd0;
			end
		end
		AXI_raddr_busy:begin
			if(arready) begin
				if(axi_raddr_number == 14'd0) begin
					state <= AXI_raddr_idle;
					araddr <= araddr;
					arvalid <= 1'd0;
					dma_axi_raddr_free <= 1'd1;
					len <= len;
					axi_raddr_number <= 14'd0;
				end
				else begin
					state <= AXI_raddr_busy;
					araddr <= araddr + len;
					arvalid <= 1'd1;
					dma_axi_raddr_free <= 1'd0;
					len <= next_len;
					axi_raddr_number <= axi_raddr_number - next_len;
				end
			end
			else begin
				state <= AXI_raddr_busy;
				araddr <= araddr;
				arvalid <= 1'd1;
				dma_axi_raddr_free <= 1'd0;
				len <= len;
				axi_raddr_number <= axi_raddr_number;
			end
		end
		endcase
	end
end
endmodule
$ cat /design/flow/run.sh
#!/bin/bash
# OpenROAD 26Q1-2900-gdf79404cd8, Yosys 0.63+post, stock flow scripts
make -C /OpenROAD-flow-scripts/flow DESIGN_CONFIG=/design/flow/config.mk WORK_HOME=/design/flow/orfs finish
==> flow_summary.toml <==
# implementation run metrics
[final_timing]
fin_crit_ns = 3.49
rsz0062_at_grt = "false"
setup_slack_ns = 1.71
report.final.slew_viol_count = 0
fin_tns_setup_ns = 0
fin_skew_ns = 0.0108
fin_crit_sh_pct = 67.1
slew_headroom_pct = 53.8
fmax_mhz = 287
tightestPinTransition_ns = 0.694
setup_violations = 0
final_hold_viol_count = 0

[logic_synthesis]
top_cell_area_share_pct = 27.0
synthCells = 524
synthArstFlopShare_pct = 0
top_logic_kind = "AND-OR/OR-AND gates"
synth.mux.area_fraction_pct = 0.541
ys_cells = 524
largest_area_cell = "dfxtp_1"
yosys_warnings = 1
synth_flop_count = 53
aoi_share_pct = 33.1
yosysUniqueCellTypes = 67
top_cells_by_area = "dfxtp_1 27%, a21oi_1 7.0%, nand2_1 5.2%"
ys_sh_adder_pct = 5.47
ys_sh_simple_pct = 24.8
synth-edff-count = 0
yosysSeqAreaShare_pct = 27.0
avgSynthCellArea_um2 = 7.50
syn-cell-area_um2 = 3930
synthXorXnorAreaFrac_pct = 2.67
ys_area_um2 = 3930
synth-main-ff-cell = "dfxtp_1"

[worst_hold_path]
hold_start = "araddr[3]"
min_delay_path_depth = 2
min_to = "araddr[3]"
hp-class = "reg -> reg"

[route]
drtPass1Iterations = 5
vias = 4212
drt-total-wl_mm = 11.8
insertedDiodeCount = 0
drc = 0
avgViaCountPerCell = 5.82
drt.antenna.violating_nets = 0
first_iter_violations = 187
wl_per_cell_um = 16.3

[worst_setup_path]
timing.rr.start = "axi_raddr_number[1]"
rr_endpoint = "axi_raddr_number[8]"
regToRegSetupSlack_ns = 2.03
worstPathMaxFanout = 5
cp-end-kind = "flop"
start_kind = "input pin"
r2r_cells = 10
arrival_ns = 3.69
cp.required_ns = 5.40
path_class = "in -> reg"

[layout]
fillers = 936
final_cell_count_no_fill = 724
area_growth_pct = 25.7
seq_area_um2 = 1060
mi_logic_area_um2 = 2620
layout-drive-gt1-share_pct = 5.04

[run_status]
status = "finished, final reports clean"

[job]
warning_count = 26
drv_cap = 0

[power_and_ir_drop]
irDropWorstVdd_v = 0.000130
power_density_nw_per_um2 = 255
p_leak_nw = 1.79

[grt]
grtUsageTotal_pct = 23.8
grt_pass1_wl_mm = 19.1
grt_pass1_vias = 3743
grt_max_degree = 39
grt-ovfl-total = 0
antenna_found_initial = 0

[die]
core_um2 = 9370
fp_util_pct = 42.0
core.rowCount = 35
die_h_um = 101
die_width_um = 101
die_area_um2 = 10200
boundaryPins = 89

[clock_network]
cts-hold-fix-buffers = 0
cts_buffer_depth = 2
numCtsBuffers = 5
clock_latency_ns = 0.31
cts_tree = "done"
htreeDepth = 2
cts_root_buffer = "clkbuf_8"
cts_resized = 0
postCtsSetupBuffers = 0
clk_pin_slew_ns = 0.10
cts_sinks = 53

[placed_design]
numPortBuffers = 88
dp_worst_setup_slack_ns = 1.35
dp_cells = 716
gp_congestion = 0.968
hpwl_mm = 8.40
layer usage:
| metal | vias to the layer above | wire [µm] | track usage [%] | part of all wire, % |
|---|---|---|---|---|
| met2 | 138 | 5250 | 37.8 | 45 |
| met5 | - | 0 | 0 | 0 |
| met3 | 7 | 856 | 3.29 | 7.3 |
| met1 | 1966 | 5590 | 36.5 | 47 |
| met4 | 0 | 99 | 2.01 | 0.84 |
| li1 | 2101 | - | - | - |
power by group:
| part | internal (mW) | total [mW] | switching, mW | leakage [nW] |
|---|---|---|---|---|
| registers | 0.455 | 0.522 | 0.0675 | 0.437 |
| logic | 0.246 | 0.504 | 0.258 | 1.31 |
| clock network | 0.0934 | 0.234 | 0.140 | 0.0439 |
| total | 0.794 | 1.26 | 0.466 | 1.79 |
worst max-delay path: stages:
cell and delay (ns):
clkdlybuf4s50_1 0.50, inv_1 0.06, ha_1 0.20, xor2_1 0.19, ha_1 0.30, nor2b_1 0.15, o31ai_1 0.55, nand3_1 0.17
xor2_1 0.16, nor2_1 0.06, o31a_1 0.31
flip-flops by register name (all words and copies together), names as in the netlist:
signal,count
araddr,32
axi_raddr_number,14
len,5
arvalid,1
dma_axi_raddr_free,1
synthesized netlist by cell type (3+ instances only):
library cell / n
a211oi_1: 6
a21boi_0: 3
a21oi_1: 55
a221oi_1: 3
a22oi_1: 4
a31oi_1: 10
a41oi_1: 3
and3_1: 8
and4_1: 3
buf_6: 6
clkbuf_1: 22
dfxtp_1: 53
ha_1: 14
inv_1: 21
nand2_1: 55
nand2b_1: 5
nand3_1: 18
nand4_1: 3
nor2_1: 43
nor2b_1: 11
nor3_1: 17
nor3b_1: 4
nor4_1: 8
o211a_1: 3
o211ai_1: 5
o21a_1: 8
o21ai_0: 39
o221ai_1: 3
o22ai_1: 8
o31a_1: 11
o31ai_1: 5
or3_1: 5
or4_1: 3
or4_4: 4
xnor2_1: 6
xor2_1: 6
placed cells by master, fill, tap and decap left out, types with 8 or more instances in the layout:
cell | synthesis | routed
o21a_1 | 8 | 8
a21oi_1 | 55 | 55
o31a_1 | 11 | 11
nand2_1 | 55 | 55
nor3_1 | 17 | 17
and3_1 | 8 | 8
o21ai_0 | 39 | 38
ha_1 | 14 | 14
inv_1 | 21 | 21
a31oi_1 | 10 | 10
clkdlybuf4s50_1 | 0 | 88
nor2b_1 | 11 | 11
o22ai_1 | 8 | 8
nor2_1 | 43 | 43
nor4_1 | 8 | 8
nand3_1 | 18 | 18
dfxtp_1 | 53 | 52
final cells by class:
cell class              instances  area share (%)
inverters                      21            1.59
repair buffers                 95            18.9
flip-flops and latches         53            21.5
clock buffers                   5            1.39
clock inverters                 3           0.354
multi-input cells             418            53.0
well taps                     129            3.26
cell families (layout without fill, tap and decap cells):
| kind of cell | count (synthesis) | count (layout) |
|---|---|---|
| xor+xnor | 12 | 12 |
| simple gates | 193 | 193 |
| mux | 2 | 2 |
| flops | 53 | 53 |
| compound gates | 194 | 194 |
| other cells | 1 | 1 |
| fa+ha+maj | 16 | 16 |
| buf+inv | 53 | 124 |
per-stage QoR:
stage / area, µm² / hold slack, ns / util, % / power (mW)
3_3_place_gp: 4860 / 0.476 / 51.8 / 1.03
4_1_cts: 4940 / 0.498 / 52.8 / 1.27
5_1_grt: 4940 / 0.531 / 52.8 / 1.36
2_1_floorplan: 3930 / 0.436 / - / 0.836
3_5_place_dp: 4860 / 0.484 / 51.8 / 1.03
6_report: 4940 / 0.491 / 52.8 / 1.26
how the worst max path moves through the flow:
stage | endpoint | from
after CTS | axi_raddr_number[12] | dma_cfg_saddr[0]
after global routing | axi_raddr_number[12] | dma_cfg_saddr[0]
final | axi_raddr_number[12] | dma_cfg_saddr[0]
Power is estimated from default activity; no workload was simulated.
