==> /design/flow/design.v <==
module Mdma_axi_write(
	aclk,
	areset,
	valid,
	head_addr,
	burst_len,
	free,
	fifo_ren,
	fifo_rdata,
	awaddr,
	awlen,
	awvalid,
	awready,
	wdata,
	wvalid,
	wready,
	wlast,
	bvalid,
	bready,
);
input aclk;
input areset;
input valid;
input [31:0] head_addr;
input [4:0] burst_len;
output free;
output fifo_ren;
input [63:0] fifo_rdata;
output [31:0] awaddr;
output [3:0] awlen;
output awvalid;
input awready;
output [63:0] wdata;
output wvalid;
input wready;
output wlast;
input bvalid;
output bready;
assign wdata = fifo_rdata;
assign bready = 1'b1;
reg [31:0] awaddr;
always@(posedge aclk) begin
	if(!areset) begin
		awaddr <= 32'd0;
	end
	else if(valid) begin
		awaddr <= head_addr;
	end
	else begin
		awaddr <= awaddr;
	end
end
reg [3:0] awlen;
always@(posedge aclk) begin
	if(!areset) begin
		awlen <= 4'd0;
	end
	else if(valid) begin
		awlen <= burst_len - 1'b1;
	end
	else begin
		awlen <= awlen;
	end
end
reg awvalid;
always@(posedge aclk) begin
	if(!areset) begin
		awvalid <= 1'b0;
	end
	else if(valid) begin
		awvalid <= 1'b1;
	end
	else if(awvalid && awready) begin
		awvalid <= 1'b0;
	end
	else begin
		awvalid <= awvalid;
	end
end
reg wvalid;
always@(posedge aclk) begin
	if(!areset) begin
		wvalid <= 1'b0;
	end
	else if(valid) begin
		wvalid <= 1'b1;
	end
	else if(wvalid && wready && remain_count == 5'd1) begin
		wvalid <= 1'b0;
	end
	else begin
		wvalid <= wvalid;
	end
end
assign fifo_ren = valid || (wvalid && wready && remain_count!=5'd1);
reg [4:0] remain_count;
always@(posedge aclk)begin
	if(!areset) begin
		remain_count <= 5'd0;
	end
	else if(valid) begin
		remain_count <= burst_len;
	end
	else if(wvalid && wready) begin
		remain_count <= remain_count - 1'd1;
	end
	else begin
		remain_count <= remain_count;
	end
end
assign wlast = remain_count == 5'd1;
reg free;
always@(posedge aclk) begin
	if(!areset) begin
		free <= 1'b1;
	end
	else if(valid) begin
		free <= 1'b0;
	end
	else if(wvalid && wready && wlast) begin
		free <= 1'b1;
	end
	else begin
		free <= free;
	end
end
endmodule
==> /design/flow/run.sh <==
#!/bin/bash
# OpenROAD 26Q1-2900-gdf79404cd8, Yosys 0.63+post, stock flow scripts
make -C /OpenROAD-flow-scripts/flow DESIGN_CONFIG=/design/flow/config.mk WORK_HOME=/design/flow/orfs finish
==> /design/flow/config.mk <==
export PLATFORM = sky130hd
export DESIGN_NAME = Mdma_axi_write
export DESIGN_NICKNAME = Mdma_axi_write
export VERILOG_FILES = /design/flow/design.v
export SDC_FILE = /design/flow/constraint.sdc
export NUM_CORES = 4
export LEC_CHECK = 1
export CORE_AREA = 10 10 136 136
export DIE_AREA = 0 0 146 146
==> /design/flow/constraint.sdc <==
current_design Mdma_axi_write

set clk_period 2.4
set clk_io_pct 0.2

create_clock -name clk0 -period $clk_period [get_ports {aclk}]

set non_clock_inputs [all_inputs -no_clocks]
set_input_delay [expr $clk_period * $clk_io_pct] -clock clk0 $non_clock_inputs
set_output_delay [expr $clk_period * $clk_io_pct] -clock clk0 [all_outputs]
==> qor.txt <==
WL/cell = 11.64 um
Longest Clk Path Bufs = 2
switching share of total power = 21.91%
Cell Pwr Density = 619.0 nW/um2
detailed placer's ending HPWL = 3881 um
Max Cap Violations = 0
post-synth cell types = 28
overall routing resource usage = 5.018%
Yosys top cell by area = dfxtp_1
area delta synth->final = 31.97%
kind of critical path = primary input to output port
Cell Chain, Critical Path = clkdlybuf4s50_1 -> nand2_1 -> o21ai_0 -> clkdlybuf4s50_1
GRT overflow = 0
Pre-antenna DRT Iters = 4
Reg power frac = 43.5%
clk sink count = 44
final worst-path cycle share = 92.22%
Least-Margin Pin Slew = 0.6923 ns
dominant register cell = dfxtp_1
setup ws final = 0.1866 ns
final instance count without filler cells = 464
CTS tree = done
CP arrival = 1.73 ns
clk ins delay skew pair = 0.29 ns
GPL Wtd Cong = 0.7219
DP Worst Slack = 0.1675 ns
Synth Seq Share = 38.87%
R2R depth = 5
tool warnings = 27
crit path time final = 2.213 ns
Logic area = 827.0 um2
R2R Path Start = remain_count[0]
core area = 15710 um2
Yosys warnings = 1
Hold Violations, Final = 0
most frequent CP cell = clkdlybuf4s50_1
Synth top cells by count = buf_4, dfxtp_1, mux2i_1, nor2b_1, o21ai_0
crit path max-delay cell type = clkdlybuf4s50_1
CP bufs+invs = 2
CP top delay family = buffers and inverters
Clk pwr share = 41.7%
total power draw = 1851 uW
Critical Path Start Type = primary input
yosys cell count = 231
startpoint of the worst hold path = awlen[1]
Via Count = 1489
ys async rst share = 0%
final wirelength = 5401 um
largest net degree at the start of global routing = 47
Post-synth EDFFs = 0
FP Rows = 46
die span in y = 146 um
Post-DRT Antenna Nets = 0
first-pass GRT wire length = 8700 um
Yosys Chip Area = 2266 um2
GRT met1 Usage = 5.763%
Filler Cells Inserted = 1688
I/O pin total = 213
reg-to-reg setup timing slack = 1.06 ns
Avg Synthesized Cell Area = 9.809 um2
top cells, area = dfxtp_1, buf_4, mux2i_1
met2 usage = 8.204%
hold path cells = 1
RSZ-0062 raised after global routing = false
CP endpoint kind = output port
Fmax = 451.8 MHz
synthesized cell area = 2266 um2
register area = 880.8 um2
Cell Area, Placed = 2835 um2
cts hold-fix bufs = 0
Crit Path Max Fanout = 4
IR drop worst, VDD = 199.7 uV
P_leak = 0.001154 uW
chip area = 21320 um2
number of global-route vias before repair = 1608
met3 GRT Util = 2.432%
drt via density = 3.209
Post-CTS Resized = 0
Levels on crit path = 4
post-route cell area = 2990 um2
worst reg2reg endpoint = remain_count[4]
Int Power = 1446 uW
Top Usage Layer GRT = met2
Worst path max stage delay = 0.49 ns
cell total after placement = 458
die width = 146 um
# Post-CTS Setup Buffers = 0
Worst Hold Class = flip-flop to flip-flop
Max-slew headroom = 53.85%
Reg clk slew, reported paths = 0.06 ns
Port Buf Inserts = 82
P_sw = 405.6 uW
count leader, synth = buf_4
# DRC = 0
layout cells sized above 1 = 4.839%
Hold Crit Endpoint = awlen[1]
Largest type area fraction = 38.87%
TNS Setup = 0 ns
post-synthesis cell count = 231
max-slew violation count = 0
Logic pwr share = 14.7%
ys flops = 44
Required @ worst endpoint = 1.92 ns
antenna violations before repair = 0
DR iter-0 viols = 43
Clock Root Buffer = clkbuf_16
clock skew = 0.002838 ns
Starting Density = 14.42%
clock buffer count from CTS = 5
endpoints failing setup = 0
run status = complete, no violations
H-tree depth = 2
ant diodes = 0
registers in the layout, summed over array words and instances, names as in the netlist:
register	cells
awaddr	32
awlen	4
awvalid	1
free	1
remain_count	5
wvalid	1
power groups by stage:
stage | logic [uW] | clock network [uW] | registers (uW)
after CTS | 282 | 824 | 806
after global routing | 303 | 846 | 813
final | 273 | 773 | 806
final cells by class:
type / count / area share, %
clock inverter: 1 / 1.004
multi-input combinational: 108 / 27.66
timing repair buffer: 85 / 28.03
clock buffer: 5 / 4.184
inverter: 5 / 0.6276
tap: 216 / 9.038
sequential: 44 / 29.46
worst max path at each step:
| stage | startpoint | to | slack (ns) |
|---|---|---|---|
| after CTS | remain_count[0] | fifo_ren | 0.16 |
| final | wready | fifo_ren | 0.19 |
| after global routing | remain_count[0] | fifo_ren | 0.04 |
cell families after synthesis:
family	synth area share, %
AOI/OAI and AO/OA	6.902
xor gates and xnor gates	1.546
adders and majority gates	1.657
buffers and inverters	24.63
DFF	38.87
muxes	14.14
other	0.1655
and+or+nand+nor	12.09
cells in the final DEF (no fill, tap or decap), types with 2 or more instances in the layout:
| cell | n |
|---|---|
| a21boi_0 | 3 |
| a21oi_1 | 3 |
| a31oi_1 | 3 |
| buf_4 | 3 |
| clkbuf_16 | 5 |
| clkdlybuf4s50_1 | 81 |
| dfxtp_1 | 44 |
| ha_1 | 3 |
| inv_1 | 4 |
| mux2i_1 | 32 |
| nand2_1 | 6 |
| nor2b_1 | 32 |
| o211a_1 | 4 |
| o21ai_0 | 7 |
| or3_1 | 2 |
| xnor2_1 | 3 |
metal layers:
| layer | vias up | routed length (um) |
|---|---|---|
| li1 | 728 | - |
| met1 | 683 | 2207 |
| met2 | 67 | 2567 |
| met3 | 11 | 508 |
| met4 | 0 | 118 |
| met5 | - | 0 |
per-stage QoR:
step	hold WS, ns	utilization, %
after detailed placement	0.4735	18.04
final	0.4864	19.03
after global placement	0.4675	18.04
after global routing	0.5166	19.03
after CTS	0.4915	19.03
after floorplan	0.4319	-
Power and IR drop assume default switching activity.
