$ cat flow/design.v
module AHB_reg(
	hclk,
	hreset,
	hsel,
	hready_in,
	hwrite,
	htrans,
	haddr,
	hwdata,
	hrdata,
	error,
	dma_axi_start,
	dma_axi_done,
	dma_cfg_saddr,
	dma_cfg_daddr,
	dma_cfg_number,
	dma_init
);
input hclk;
input hreset;
input hsel;
input hready_in;
input hwrite;
input [1:0] htrans;
input [31:0] haddr;
input [31:0] hwdata;
output [31:0] hrdata;
output error;
output dma_axi_start;
input dma_axi_done;
output [31:0] dma_cfg_saddr;
output [31:0] dma_cfg_daddr;
output [13:0] dma_cfg_number;
output dma_init;
reg hsel_r;
reg hwrite_r;
reg [1:0] htrans_r;
reg [31:0] hwaddr_r;
reg [31:0] hraddr_r;
always@(posedge hclk) begin
	if(!hreset) begin
		hsel_r <= 1'd0;
		hwrite_r <= 1'd0;
		htrans_r <= 2'd0;
		hwaddr_r <= 31'd0;
		hraddr_r <= 31'd0;
	end
	else begin
		if(hready_in && hsel) begin
			hsel_r <= hsel;
			hwrite_r <= hwrite;
			htrans_r <= htrans;
			if(hwrite) begin
				hwaddr_r <= haddr;
				hraddr_r <= hraddr_r;
			end
			else begin
				hwaddr_r <= hwaddr_r;
				hraddr_r <= haddr;
			end
		end
		else begin
			hsel_r <= hsel_r;
			hwrite_r <= hwrite_r;
			htrans_r <= htrans_r;
			hwaddr_r <= hwaddr_r;
			hraddr_r <= hraddr_r;
		end
	end
end
wire wen = hready_in && hsel_r && hwrite_r && dma_axi_done;
reg [31:0] dma_cfg_saddr;
always@(posedge hclk) begin
	if(!hreset) begin
		dma_cfg_saddr <= 32'd0;
	end
	else begin
		if(wen && hwaddr_r == 32'h0000_0000) begin
			dma_cfg_saddr <= hwdata;
		end
		else begin
			dma_cfg_saddr <= dma_cfg_saddr;
		end
	end
end
reg [31:0] dma_cfg_daddr;
always@(posedge hclk) begin
	if(!hreset) begin
		dma_cfg_daddr <= 32'd0;
	end
	else begin
		if(wen && hwaddr_r == 32'h0000_0004) begin
			dma_cfg_daddr <= hwdata;
		end
		else begin
			dma_cfg_daddr <= dma_cfg_daddr;
		end
	end
end
reg [13:0] dma_cfg_number;
always@(posedge hclk ) begin
	if(!hreset) begin
		dma_cfg_number <= 14'd0;
	end
	else begin
		if(wen && hwaddr_r == 32'h0000_0008) begin
			dma_cfg_number <= hwdata[13:0];
		end
		else begin
			dma_cfg_number <= dma_cfg_number;
		end
	end
end
reg dma_axi_start;
always@(posedge hclk) begin
	if(!hreset) begin
		dma_axi_start <= 1'd0;
	end
	else begin
		if(wen && hwaddr_r == 32'h0000_000c) begin
			dma_axi_start <= hwdata[0];
		end
		else if(dma_axi_done) begin
			dma_axi_start <= 1'd0;
		end
		else begin
			dma_axi_start <= dma_axi_start;
		end
	end
end
reg [31:0] hrdata;
always@(*) begin
	case(hraddr_r) 
	32'h0000_0000:hrdata = dma_cfg_saddr;
	32'h0000_0004:hrdata = dma_cfg_daddr;
	32'h0000_0008:hrdata = dma_cfg_number;
	32'h0000_000c:hrdata = dma_axi_start;
	default:hrdata = 32'd0;
	endcase
end
reg error;
always@(*) begin
	if(hready_in && hsel) begin
		if(~dma_axi_done && haddr <= 32'h0000_000c && hwrite) begin
			error = 1'd1;
		end
		else if(haddr > 32'h0000_0010) begin
			error = 1'd1;
		end
		else begin
			error = 1'd0;
		end
	end
	else begin
		error = 1'b0;
	end
end
endmodule
module AHB_resp(
	hclk,
	hreset,
	error_en,
	hresp,
	hready
);
input hclk;
input hreset;
input error_en;
output [1:0] hresp;
output hready;
localparam OKAY = 2'b00;
localparam ERROR = 2'b01;
localparam RETRY = 2'b10;
localparam SPLIT = 2'b11;
localparam AHB_resp_okay = 2'b00;
localparam AHB_resp_error1 = 2'b01;
localparam AHB_resp_error2 = 2'b10;
reg [1:0] state;
always@(posedge hclk) begin
	if(!hreset) begin
		state <= AHB_resp_okay;
	end
	else begin
		case(state)
		AHB_resp_okay:begin
			if(error_en) begin
				state <= AHB_resp_error1;
			end
			else begin
				state <= state;
			end
		end
		AHB_resp_error1:begin
			state <= AHB_resp_error2;
		end
		AHB_resp_error2:begin
			state <= AHB_resp_okay;
		end
		default:begin
			state <= AHB_resp_okay;
		end
		endcase
	end
end
assign hready = (state == AHB_resp_error1) ? 1'b0:1'b1;
assign hresp = (state == AHB_resp_okay)?OKAY:ERROR;
endmodule
module AHB_slave(
	hclk,
	hreset,
	hsel,
	hready_in,
	hwrite,
	htrans,
	haddr,
	hwdata,
	hrdata,
	hready,
	hresp,
	dma_cfg_saddr,
	dma_cfg_daddr,
	dma_cfg_number,
	dma_axi_start,
	dma_axi_done
);
input hclk;
input hreset;
input hsel;
input hready_in;
input hwrite;
input [1:0] htrans;
input [31:0] haddr;
input [31:0] hwdata;
output [31:0] hrdata;
output [1:0] hresp;
output hready;
wire error;
output dma_axi_start;
input dma_axi_done;
output [31:0] dma_cfg_saddr;
output [31:0] dma_cfg_daddr;
output [13:0] dma_cfg_number;
AHB_reg u_AHB_reg(
	.hclk(hclk),
	.hreset(hreset),
	.hsel(hsel),
	.hready_in(hready_in),
	.hwrite(hwrite),
	.htrans(htrans),
	.haddr(haddr),
	.hwdata(hwdata),
	.hrdata(hrdata),
	.error(error),
	.dma_axi_start(dma_axi_start),
	.dma_axi_done(dma_axi_done),
	.dma_cfg_saddr(dma_cfg_saddr),
	.dma_cfg_daddr(dma_cfg_daddr),
	.dma_cfg_number(dma_cfg_number),
	.dma_init()
);
AHB_resp u_AHB_resp(
	.hclk(hclk),
	.hreset(hreset),
	.error_en(error),
	.hresp(hresp),
	.hready(hready)
);
endmodule
$ cat flow/config.mk
export PLATFORM = sky130hd
export DESIGN_NAME = AHB_slave
export DESIGN_NICKNAME = AHB_slave
export VERILOG_FILES = /design/flow/design.v
export SDC_FILE = /design/flow/constraint.sdc
export NUM_CORES = 4
export LEC_CHECK = 1
export CORE_UTILIZATION = 30
$ cat flow/constraint.sdc
current_design AHB_slave

set clk_period 8.9
set clk_io_pct 0.2

create_clock -name clk0 -period $clk_period [get_ports {hclk}]

set non_clock_inputs [all_inputs -no_clocks]
set_input_delay [expr $clk_period * $clk_io_pct] -clock clk0 $non_clock_inputs
set_output_delay [expr $clk_period * $clk_io_pct] -clock clk0 [all_outputs]
$ cat flow/run.sh
#!/bin/bash
# OpenROAD 26Q1-2900-gdf79404cd8, Yosys 0.63+post, stock flow scripts
make -C /OpenROAD-flow-scripts/flow DESIGN_CONFIG=/design/flow/config.mk WORK_HOME=/design/flow/orfs finish
==> results.cfg <==
; yosys + openroad results
[flow_run]
maxCapViolCount = 0
tool_warnings = 27

[placement]
dpl_worst_slack_ns = 4.69
dp_hpwl_um = 12400
gp_congestion = 0.835
place_inst = 1157
io_buffers = 182

[setup_path]
crit_arrival_ns = 2.85
worstPathRequired_ns = 7.12
reg2regPathDepth = 5
critical_path_class = register to primary output
cpMaxStageDelayCell = nand3b_1
end_kind = primary output
slowest_delay_ns = 0.59
crit_cells = 5
crit_fanout = 18
start_kind = register
crit_buf_inv = 1
cpLargestDelayFamily = simple AND/OR/NAND/NOR gates
worstPathCellList = nor4_1, and4_1, nand3b_1, nor2_1, clkdlybuf4s50_1

[sta]
finalWorstSetupSlack_ns = 4.27
clock.fmax_mhz = 216
fin_setup_tns_ns = 0
finalSetupViolations = 0
fin_skew_ns = 0.00895
fin_crit_sh = 0.521
slew_viol_final = 0
period_minus_slack_ns = 4.63
hold_violations = 0
rsz0062_at_grt = false
worstMarginPinSlew_ns = 0.823
relSlewSlack = 0.450
fin_hold_ws_ns = 0.462

[yosys]
yosys_cells = 739
yosysUniqueCellTypes = 37
synth-edff-count = 0
syn_inst = 739
ff_type = dfxtp_1
yosysTopAreaCell = dfxtp_1
syn-cell-area_mm2 = 0.00649
ys_seq_share = 0.457
avgSynthCellArea_um2 = 8.78
ys_area_mm2 = 0.00649
synth_top_area_share = 0.457
synthTopCellsByArea = dfxtp_1 (46%), mux2i_1 (17%), nand2_1 (14%), a21boi_0 (7.4%), nor2_1 (2.8%)
async_flop_share = 0
yosysWarnings = 2
ys.flops = 148

[pwr]
power.leakage_nw = 2.99
powerDensity_mw_per_mm2 = 163
p_total_mw = 1.48
irDropWorstVdd_mv = 0.136

[floorplanning]
die_width_um = 149
core_mm2 = 0.0211
row_count = 53
initial_utilization = 0.308
io_pins = 186
die_y_um = 149
fp.dieArea_mm2 = 0.0222

[detailed_routing]
wl_um = 18200
viasPerCell = 4.62
routedWlPerCell_um = 15.3
antenna_left = 0
first_iter_violations = 205
antenna_cells = 0
dr.pass1.iters = 4
route.detailed.drc = 0
vias = 5491

[finish]
final_cell_count_no_fill = 1188
register_area_mm2 = 0.00296
drive_above_1_share = 0.0635
fillers = 2082
logic_area_mm2 = 0.00327
syn_to_final_growth_pct = 39.4

[status]
status = complete, no violations

[clocking]
cts_tree = yes
postCtsResizedCells = 0
ctsHoldBuffers = 0
clock-sinks = 148
clock_latency_ns = 0.42
cts_buffer_depth = 2
clock_tree.root_cell = clkbuf_16
postCtsSetupRepairBufs = 0
htreeDepth = 4
cts_made_buffers = 17
clk_pin_slew_ns = 0.06

[global_routing]
grt_use_total = 0.166
overflow = 0
grt_pass1_vias = 5183
grt_max_degree = 72
grt_pass1_wl_um = 28300
antenna_found_initial = 0

[min_path]
min_path_cells = 2
hp-class = register to register
==> cell families after synthesis <==
group / count (synthesis) / synth area share
other: 1 / 0.000578
flip-flops: 148 / 0.457
buffers and inverters: 54 / 0.0401
multiplexers: 110 / 0.172
AND-OR/OR-AND: 85 / 0.0933
AND/OR/NAND/NOR: 341 / 0.238
==> worst min-delay path, delay by kind of cell, from the launching register on <==
kind	cells	cell delay, ns
and+or+nand+nor	1	0.05
AOI/OAI and AO/OA	1	0.06
DFF	1	0.30
==> synth_stat cells (all sizes together), types with 4 or more instances <==
cell    number
a21boi      64
a21oi       15
buf         11
clkbuf      40
dfxtp      148
mux2i      109
nand2      246
nand4        4
nor2        48
nor2b        4
nor4        24
==> report_power, final <==
part           switching [mW]  internal (mW)  leakage, nW  total, mW
clock network           0.283          0.392        0.267      0.675
registers             0.00700          0.673         1.20      0.680
logic                  0.0688         0.0534         1.53      0.122
total                   0.359           1.12         2.99       1.48
==> layout make-up <==
cell class | count | area share
multi-input combinational | 537 | 0.361
sequential | 148 | 0.328
timing repair buffer | 194 | 0.211
clock buffer | 20 | 0.0494
tap | 275 | 0.0380
clock inverter | 11 | 0.0115
inverter | 3 | 0.00124
==> cells in the final DEF (no fill, tap or decap), types with 6 or more instances in the layout <==
master	n
nor4_4	6
nor4_1	17
mux2i_1	109
a21boi_0	64
clkbuf_16	17
a21oi_1	15
buf_4	13
nand2_1	246
dfxtp_1	147
clkdlybuf4s50_1	181
nor2_1	47
==> routing by layer <==
layer,GRT usage,wire length [um],vias to the layer above
li1,-,-,2790
met1,0.241,8600,2550
met2,0.268,8380,140
met3,0.0331,982,11
met4,0.0189,205,0
met5,0,0,-
==> flip-flops by register name, summed over array words and instances, names as in the netlist <==
register / flops
u_AHB_reg.dma_cfg_daddr: 32
u_AHB_reg.dma_cfg_saddr: 32
u_AHB_reg.hraddr_r: 32
u_AHB_reg.hwaddr_r: 32
u_AHB_reg.dma_cfg_number: 14
u_AHB_resp.state: 3
u_AHB_reg.dma_axi_start: 1
u_AHB_reg.hsel_r: 1
u_AHB_reg.hwrite_r: 1
==> metrics by stage <==
| stage | util | instance area, um^2 |
|---|---|---|
| 3_3_place_gp | 0.403 | 8500 |
| 4_1_cts | 0.429 | 9050 |
| 5_1_grt | 0.429 | 9050 |
| 6_report | 0.429 | 9050 |
| 3_5_place_dp | 0.403 | 8500 |
| 2_1_floorplan | - | 6490 |
==> final timing paths <==
check                                                          from                                      end  slack [ns]
worst min-delay path            u_AHB_reg.hraddr_r[18]$_SDFFE_PN0P_      u_AHB_reg.hraddr_r[18]$_SDFFE_PN0P_        0.46
worst max register to register  u_AHB_reg.hwaddr_r[11]$_SDFFE_PN0P_  u_AHB_reg.dma_cfg_daddr[8]$_SDFFE_PN0P_        6.74
worst min register to register  u_AHB_reg.hraddr_r[18]$_SDFFE_PN0P_      u_AHB_reg.hraddr_r[18]$_SDFFE_PN0P_        0.46
worst max-delay path            u_AHB_reg.hraddr_r[11]$_SDFFE_PN0P_                               hrdata[26]        4.27
No activity file was given, so power comes from the tool's default toggle rates.
